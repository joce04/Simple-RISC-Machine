### config.mk
export PLATFORM = sky130hd
export DESIGN_NAME = ALU
export DESIGN_NICKNAME = ALU
export VERILOG_FILES = /design/flow/design.v
export SDC_FILE = /design/flow/constraint.sdc
export NUM_CORES = 4
export LEC_CHECK = 1
export CORE_AREA = 10 10 88 88
export DIE_AREA = 0 0 98 98
### constraint.sdc
current_design ALU

set clk_period 8.1
set clk_io_pct 0.2

create_clock -name clk0 -period $clk_period

set non_clock_inputs [all_inputs -no_clocks]
set_input_delay [expr $clk_period * $clk_io_pct] -clock clk0 $non_clock_inputs
set_output_delay [expr $clk_period * $clk_io_pct] -clock clk0 [all_outputs]
### design.v
module ALU(Ain,Bin,ALUop,out,Z); 
    input [15:0] Ain, Bin;
    input [1:0] ALUop;
    output reg [15:0] out;
    output reg [2:0] Z;
    always_comb begin
        case(ALUop)
            2'b00 : out = Ain + Bin;
            2'b01 : out = Ain - Bin;
            2'b10 : out = Ain & Bin;
            2'b11 : out = ~Bin;
            default : out = 16'bxxxxxxxxxxxxxxxx;
        endcase
        case(out[15])
            1'b0 : Z[1] = 1'b0;
            1'b1 : Z[1] = 1'b1;
            default : Z[1] = 1'bx;
        endcase
        case(out)
            0 : Z[0] = 1'b1;
            default: Z[0] = 1'b0;
        endcase
        case({Ain[15], Bin[15]})
            2'b01: begin  
                if(out[15] == 1'b1)  
                    Z[2] = 1'b1;  
                else
                    Z[2] = 1'b0;  
            end
            2'b10: begin
                if(out[15] == 1'b0)
                    Z[2] = 1'b1;  
                else
                    Z[2] = 1'b0;  
            end
            default: Z[2] = 1'b0;  
        endcase
    end
endmodule
### run.sh
#!/bin/bash
# OpenROAD 26Q1-2900-gdf79404cd8, Yosys 0.63+post, stock flow scripts
make -C /OpenROAD-flow-scripts/flow DESIGN_CONFIG=/design/flow/config.mk WORK_HOME=/design/flow/orfs finish
==> out/qor.yml <==
status: "finished clean"
drt_iter0_markers: 114
drt_first_pass_iters: 4
synth_area_sq_um: 1790
powerDensity_nw_per_um2: 84.6
wl_per_cell_um: 15.4
netlist_instances: 266
drive_gt1_share_pct: 6.71
n_antenna_cell: 0
arrival_ps: 6220
crit_required_ps: 6480
ys_area_sq_um: 1790
initial_utilization_pct: 30.2
min_path_cells: 4
min_from: "Ain[2]"
top_cells_by_area: "ha_1 (12%), xnor2_1 (5.4%), nand3_1 (5.3%), nand2_1 (4.8%), a21oi_1 (4.8%)"
worst_slack_ps: 259
yosysWarnings: 1
ios: 53
critPathKind: "in -> out"
tns_ps: 0
seq_area_sq_um: 0
period_minus_slack_ps: 7840
grt_pass1_wl_um: 9820
fp.dieW_um: 98
rsz0062_at_grt: "false"
ys_types: 61
top_area_share_pct: 11.9
vdd_ir_drop_max_uv: 29.7
clock_buffers: 0
grt_max_degree: 36
place_congestion: 0.879
core-area_sq_um: 5920
whs_ps: 4260
flop-count: 0
worst_pin_slew_ps: 472
logic_area_sq_um: 1670
grt_overflow: 0
fp-row-count: 28
drc: 0
hold_path_end: "out[2]"
routed_wirelength_um: 5990
area_growth_pct: 34.6
antenna_found_initial: 0
slew_viol_final: 0
max_freq_ghz: 0.128
postSynthSeqShare_pct: 0
drv_cap: 0
synth_area_per_cell_sq_um: 6.72
vias_per_cell: 5.59
hold_class: "in -> out"
ant_nets: 0
cts_hold_buf: 0
grt_use_total_pct: 11.6
finalCritPeriodShare_pct: 96.8
dieArea_sq_um: 9600
chipHeight_um: 98
dp_hpwl_um: 4950
pre_cts_slack_ps: 271
crit_path_end_kind: "primary output"
relSlewSlack_pct: 68.2
setup_violations: 0
yosys_cells: 266
io_buffers: 53
vias: 2167
placed_area_sq_um: 2410
p_leak_nw: 0.955
fin_util_pct: 40.7
post-cts-setup-buffers: 0
post_cts_resized: 0
design_area_sq_um: 2410
first_global_vias: 1975
finalHoldViolCount: 0
tool_warnings: 33
worstPathMaxFanout: 7
fillers: 622
worstSetupStartpointType: "input port"
yosys.area.top_type: "ha_1"
where the power goes:
| part | leakage (nW) | switching (mW) | internal (mW) |
|---|---|---|---|
| combinational | 0.955 | 0.0994 | 0.104 |
| sequential | 0 | 0 | 0 |
| clock | 0 | 0 | 0 |
| total | 0.955 | 0.0994 | 0.104 |
cells in the mapped netlist (2+ instances only):
master and number:
a211oi_1 3, a21o_1 4, a21oi_1 17, a31oi_1 3, and3_1 3, and3b_1 2
buf_1 2, buf_2 4, clkbuf_1 6, ha_1 17, inv_1 14, inv_2 2
mux2i_1 3, nand2_1 23, nand2b_1 7, nand3_1 19, nand3b_1 4, nor2_1 15
nor2b_1 3, nor3_1 7, nor4_1 5, o2111ai_1 3, o211a_1 2, o211ai_1 7
o21a_1 9, o21ai_0 17, o21ai_1 4, o311a_1 2, o31a_1 4, o31ai_1 5
o41ai_1 2, or2_1 2, or4_1 3, xnor2_1 11, xor2_1 6
cells by family (layout without fill, tap and decap cells):
family          Yosys count  count (layout)  share of synthesized area, %
simple gates            104             104                          32.8
compound gates           95              95                          37.6
buf+inv                  29              76                          6.58
fa+ha+maj                18              18                          13.0
xor+xnor                 17              17                          8.33
mux                       3               3                          1.68
area by class of cell:
type	instances	area share, %
multi-input cells	237	69.4
repair buffers	60	24.2
well taps	75	3.90
inverters	16	2.49
worst max-delay path, cell delays in order:
cell,delay (ps)
clkdlybuf4s50_1,530
or4_4,610
o41ai_1,320
xor2_1,180
ha_1,280
nand2_1,120
or4b_1,480
or4_1,410
nand3_1,120
o2111ai_1,150
nor4b_2,340
o2111ai_1,210
a2111oi_2,330
clkdlybuf4s50_1,530
worst max path at each step:
stage	from	endpoint	slack [ps]	cells past startpoint
global route	Bin[2]	Z[0]	50	14
CTS	Bin[2]	Z[0]	250	14
finish	Bin[2]	Z[0]	260	14
metrics by stage:
step / cells / total power, mW
after floorplan: 266 / 0.122
after global placement: 388 / 0.204
after detailed placement: 388 / 0.204
after CTS: 388 / 0.205
after global routing: 388 / 0.227
final: 388 / 0.204
layer usage:
layer  global-route usage, %  share of wire (%)  up-vias
met3                   0.925                3.0        0
met2                    19.3                 46       43
met4                       0                  0        0
li1                        -                  -     1118
met1                    16.8                 51     1006
met5                       0                  0        -
cell usage in the layout (no fill, tap or decap), drive strengths merged, types with 4 or more instances in the layout:
cell type      netlist  layout
a21o                 4       4
a21oi               17      17
and3                 4       4
buf                  7       7
clkdlybuf4s50        0      53
ha                  17      17
inv                 16      16
nand2               23      23
nand2b               7       7
nand3               19      19
nand3b               4       4
nor2                16      16
nor3                 8       8
nor4                 5       5
o2111ai              4       4
o211ai               8       8
o21a                 9       9
o21ai               21      21
o31a                 4       4
o31ai                5       5
or4                  4       4
xnor2               11      11
xor2                 6       6
Power and IR drop assume default switching activity.
