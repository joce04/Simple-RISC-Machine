[design/flow/config.mk]
export PLATFORM = sky130hd
export DESIGN_NAME = shifter
export DESIGN_NICKNAME = shifter
export VERILOG_FILES = /design/flow/design.v
export SDC_FILE = /design/flow/constraint.sdc
export NUM_CORES = 4
export LEC_CHECK = 1
export CORE_AREA = 10 10 70 70
export DIE_AREA = 0 0 80 80
[design/flow/constraint.sdc]
current_design shifter

set clk_period 2.0
set clk_io_pct 0.2

create_clock -name clk0 -period $clk_period

set non_clock_inputs [all_inputs -no_clocks]
set_input_delay [expr $clk_period * $clk_io_pct] -clock clk0 $non_clock_inputs
set_output_delay [expr $clk_period * $clk_io_pct] -clock clk0 [all_outputs]
[design/flow/design.v]
module shifter(in,shift,sout); 
    input [15:0] in;
    input [1:0] shift;
    output reg [15:0] sout;
    always_comb begin
        case(shift)
            2'b00 : sout = in;
            2'b01 : {sout[15:1], sout[0]} = {in[14:0], 1'b0};
            2'b10 : {sout[15], sout[14:0]} = {1'b0, in[15:1]};
            2'b11 : {sout[15], sout[14:0]}  = {in[15] ,in[15:1]};
            default: sout = 16'bxxxxxxxxxxxxxxxx;
        endcase
    end
endmodule
[design/flow/run.sh]
#!/bin/bash
# OpenROAD 26Q1-2900-gdf79404cd8, Yosys 0.63+post, stock flow scripts
make -C /OpenROAD-flow-scripts/flow DESIGN_CONFIG=/design/flow/config.mk WORK_HOME=/design/flow/orfs finish
==> flow_metrics.tcl <==
# collected from the flow reports
set metrics [dict create \
    status "completed" \
    setup_violations 0 \
    fin_area_um2 759 \
    hold_slack_ns 1.20 \
    grt_max_degree 17 \
    drc_errors 0 \
    rsz0062_at_grt "no" \
    min_path_type "input port to output pin" \
    drtIter0Drc 7 \
    ys_cells 51 \
    p_comb_share_pct 100.0 \
    report.final.slew_viol_count 0 \
    fill_cells 392 \
    crit_path_cell_trace "clkdlybuf4s50_1 -> mux2_1 -> a22o_1 -> dlygate4sd2_1" \
    timing.fmax_mhz 518 \
    sw_frac_of_total_pct 34.0 \
    crit_end "sout[15]" \
    max_slew.worst_pin.slew_ns 0.133 \
    synth_warnings 1 \
    grt_usage_pct 4.62 \
    worstSetupPathType "input port to output pin" \
    clockPowerShare_pct 0 \
    grt.overflow.total 0 \
    p_leak_nw 0.402 \
    cpMaxStageDelayCell "clkdlybuf4s50_1" \
    avgSynthCellArea_um2 6.97 \
    chipArea_um2 6400 \
    setup_tns_ns 0 \
    power_frac_seq_pct 0 \
    regArea_um2 0 \
    antenna_found_initial 0 \
    critical_path_required_ns 1.60 \
    cp_max_fo 2 \
    critical_path.max_stage_delay_ns 0.42 \
    grt_pass1_vias 472 \
    p_sw_uw 50.7 \
    finalCriticalPeriod_ns 1.93 \
    routed_wl_um 1540 \
    ys_chip_area_um2 355 \
    clkbuf_count 0 \
    via_per_inst 3.60 \
    synth_cells 51 \
    worstSetupStartpointType "input port" \
    fp_util_pct 10.4 \
    p_int_uw 98.3 \
    max_cap_violations 0 \
    vias 472 \
    final-hold-violation-count 0 \
    ant_nets 0 \
    syn2layout_area_growth_pct 114 \
    warning_count 32 \
    end_kind "output pin" \
    grt_pass1_wl_um 2390 \
    dpl_cell_area_um2 736 \
    power_density_nw_per_um2 196 \
    routedWlPerCell_um 11.8 \
    fin_cells 131 \
    yosysUniqueCellTypes 11 \
    routabilityCongestion 0.681 \
    arrival_ns 1.53 \
    dr.pass1.iters 2 \
    die_w_um 80 \
    timing.slew.headroom_pct 90.9 \
    n_antenna_cell 0 \
    rows 21 \
    ios 34 \
    die_height_um 80 \
    fin_crit_sh_pct 96.5 \
    dp.cells 130 \
    seq_cells 0 \
    port_buffers 34 \
    ir_drop_mv 0.0619 \
    drive_gt1_share_pct 7.06 \
    syn_area_um2 355 \
    final-comb-area_um2 295 \
    coreArea_um2 3420 \
    ys_seq_share_pct 0 \
    cp-startpoint "in[15]" \
    place_hpwl_um 1280 \
    post_cts_buffers 0 \
]
==> metrics by stage <==
stage | power (mW) | util [%] | worst slack [ns]
2_1_floorplan | 0.0555 | - | 0.736
3_3_place_gp | 0.160 | 21.5 | -0.248
3_5_place_dp | 0.161 | 21.5 | -0.267
4_1_cts | 0.156 | 21.8 | 0.000610
5_1_grt | 0.167 | 22.2 | 0.0124
6_report | 0.149 | 22.2 | 0.0692
==> synth_stat cells <==
cell | instances | share of area (%)
mux2i_1 | 14 | 39
buf_6 | 1 | 3.2
nor2_1 | 1 | 1.1
o21ai_1 | 9 | 13
o21ai_0 | 5 | 7.0
mux2_1 | 1 | 3.2
buf_4 | 2 | 4.2
a22o_1 | 2 | 4.9
nand2_1 | 14 | 15
buf_12 | 1 | 5.6
clkbuf_8 | 1 | 3.9
==> cells in the final DEF, fill, tap and decap left out <==
master            n
dlymetal6s2s_1    6
mux2_1            1
mux2i_1          14
buf_12            1
buf_4             3
nand2_1          14
o21ai_1          13
clkdlybuf4s50_1  12
a22o_1            2
dlygate4sd2_1    15
o21ai_0           1
bufbuf_16         1
nor2_1            1
buf_2             1
==> what timing repair did <==
action	CTS	global route
pin swaps	1	1
hold buffers	0	0
gates resized	23	6
gates cloned	1	0
setup endpoints to repair	16	6
==> worst max-delay path: cells and delay by family <==
| kind | cells | cell delay [ns] |
|---|---|---|
| AOI/OAI and AO/OA | 1 | 0.18 |
| buffers and inverters | 2 | 0.67 |
| muxes | 1 | 0.29 |
==> layout make-up <==
class | instances | share of cell area (%)
tap | 46 | 7.58
timing repair buffer | 39 | 53.5
multi-input combinational | 46 | 38.9
==> cell families (layout without fill, tap and decap cells) <==
logic type             Yosys count  in the layout  share of synthesized area, %
AND-OR/OR-AND                   16             16                          24.6
multiplexers                    15             15                          42.6
AND/OR/NAND/NOR                 15             15                          15.8
buffers and inverters            5             39                          16.9
==> how the worst min path moves through the flow <==
| stage | start | to | cells past startpoint |
|---|---|---|---|
| 4_1_cts | in[4] | sout[3] | 4 |
| 5_1_grt | in[13] | sout[14] | 4 |
| 6_report | in[13] | sout[14] | 4 |
==> power by group through the flow <==
stage                 sequential (mW)  clock (mW)  combinational (mW)
final                               0           0               0.149
after global routing                0           0               0.167
after CTS                           0           0               0.156
==> routing by layer <==
| metal | GRT usage, % | part of all wire [%] |
|---|---|---|
| met1 | 5.74 | 44 |
| met2 | 8.51 | 51 |
| met3 | 0.795 | 4.7 |
| met4 | 0 | 0 |
| met5 | 0 | 0 |
Power is estimated from default activity; no workload was simulated.
